**./run.sh**
```bash
#!/bin/bash
# OpenROAD 26Q1-2900-gdf79404cd8, Yosys 0.63+post, stock flow scripts
make -C /OpenROAD-flow-scripts/flow DESIGN_CONFIG=/design/flow/config.mk WORK_HOME=/design/flow/orfs finish
```
**./config.mk**
```make
export PLATFORM = sky130hd
export DESIGN_NAME = dut
export DESIGN_NICKNAME = dut
export VERILOG_FILES = /design/flow/design.v
export SDC_FILE = /design/flow/constraint.sdc
export NUM_CORES = 4
export LEC_CHECK = 1
export CORE_UTILIZATION = 30
```
**./constraint.sdc**
```tcl
current_design dut

set clk_period 10.4
set clk_io_pct 0.2

create_clock -name clk0 -period $clk_period [get_ports {clk}]

set non_clock_inputs [all_inputs -no_clocks]
set_input_delay [expr $clk_period * $clk_io_pct] -clock clk0 $non_clock_inputs
set_output_delay [expr $clk_period * $clk_io_pct] -clock clk0 [all_outputs]
```
**./design.v**
```verilog
`timescale 1ns/1ps
module dut(
    clk    ,
    rst_n  ,
    addr   ,
    din    ,
    rw     ,
    enable ,
    dout   ,
    txd    ,
    tx_vld ,
    rxd    ,
    rx_vld   
);
input         clk    ;
input         rst_n  ;
input  [7:0 ] addr   ;
input  [31:0] din    ;
input         rw     ;
input         enable ;
output [31:0] dout   ;
input  [7:0 ] rxd    ;
input         rx_vld ;
output [7:0 ] txd    ;
output        tx_vld ;
wire        clk   ;
wire        rst_n ;
wire [7:0 ] addr   ;
wire [31:0] din    ;
wire        rw     ;
wire        enable ;
reg  [31:0] dout   ;
wire [7:0 ] rxd    ;
wire        rx_vld ;
reg  [7:0 ] txd    ;
reg         tx_vld ;
wire        write ;
wire        read  ;
wire [31:0] config_reg ;
reg         pkt_en;
reg  [31:0] min_pkt_size ;
reg  [31:0] max_pkt_size ;
reg  [7:0 ] mem[0:512];
reg  [9:0 ] mem_wr_ptr;
reg  [9:0 ] mem_rd_ptr;
reg  [9:0 ] need_to_sent_pkt_size;
reg  [9:0 ] sending_pkt_size;
reg  [2:0 ] pkt_recv_status;
reg  [1:0 ] pkt_sent_status;
reg         new_pkt;
reg         one_pkt_sent;
reg  [1:0 ] pkt_no;
assign write = (rw == 1'b0 && enable == 1'b1);
assign read  = (rw == 1'b1 && enable == 1'b1);
assign config_reg = {31'h0, pkt_en};
always @(posedge clk or negedge rst_n) begin
    if(rst_n == 1'b0) begin
        pkt_en <= 1'b0;
    end
    else begin
        if((addr == 8'h0) && (write == 1'b1)) begin
            pkt_en <= din[0];
        end
    end
end
always @(posedge clk or negedge rst_n) begin
    if(rst_n == 1'b0) begin
        min_pkt_size <= 32'd64;
    end
    else begin
        if((addr == 8'h4) && (write == 1'b1)) begin
            if((din[9:0] >= 64) && (din[9:0] < max_pkt_size[9:0]))
                min_pkt_size[9:0] <= din[9:0];
        end
    end
end
always @(posedge clk or negedge rst_n) begin
    if(rst_n == 1'b0) begin
        max_pkt_size <= 32'd512;
    end
    else begin
        if((addr == 8'h8) && (write == 1'b1)) begin
            if((din[9:0] <= 512) && (din[9:0] > min_pkt_size[9:0]))
                max_pkt_size[9:0] <= din[9:0];
        end
    end
end
always @(*) begin
    case(addr)
        8'h0    : dout = config_reg;
        8'h4    : dout = min_pkt_size;
        8'h8    : dout = max_pkt_size;
        default : dout = 32'h0;
    endcase
end
always @(posedge clk or negedge rst_n) begin
    if(rst_n == 1'b0) begin
        pkt_recv_status <= 'h0;
        pkt_recv_status <= 0;
        mem_wr_ptr <= 8'h0;
        new_pkt    <= 1'b0;
    end
    else begin
        case(pkt_recv_status)
            0: begin
                mem_wr_ptr <= 8'h0;
                if((rx_vld == 1'b1) && (pkt_en == 1'b1)) begin
                    mem_wr_ptr <= mem_wr_ptr + 1;
                    mem[mem_wr_ptr] <= rxd;
                    if(rxd != 8'h55) begin
                        pkt_recv_status <= 4;
                    end
                    else begin
                        pkt_recv_status <= 1;
                    end
                end
            end
            1: begin
                if(rx_vld == 1'b1) begin
                    mem_wr_ptr <= mem_wr_ptr + 1;
                    mem[mem_wr_ptr] <= rxd;
                    if(rxd != 8'hd5) begin
                        pkt_recv_status <= 4;
                    end
                    else begin
                        pkt_recv_status <= 2;
                    end
                end
                else begin
                    pkt_recv_status <= 4;
                end
            end
            2: begin
                if(rx_vld == 1'b1) begin
                    if(mem_wr_ptr == max_pkt_size) begin
                        pkt_recv_status <= 4;
                    end
                    else begin
                        mem_wr_ptr <= mem_wr_ptr + 1;
                        pkt_recv_status <= 2;
                        mem[mem_wr_ptr] <= rxd;
                    end
                end
                else begin
                    pkt_recv_status <= 3;
                end
            end
            3: begin
                if(mem_wr_ptr >= min_pkt_size) begin
                    new_pkt <= 1'b1;
                    need_to_sent_pkt_size <= mem_wr_ptr;
                end
                pkt_recv_status <= 4;
            end
            4: begin
                new_pkt <= 1'b0;
                if(rx_vld == 1'b0) begin
                    pkt_recv_status <= 0;
                end
            end
            default : begin
            end
        endcase
    end
end
always @(posedge clk or negedge rst_n) begin
    if(rst_n == 1'b0) begin
        pkt_sent_status <= 0;
        pkt_sent_status <= 'h0;
        mem_rd_ptr <= 'h0;
        sending_pkt_size <= 'h0;
        txd <= 'h0;
        tx_vld <= 1'b0;
        one_pkt_sent <= 1'b0;
    end
    else begin
        case(pkt_sent_status)
            0: begin
                if(pkt_no > 0) begin
                    pkt_sent_status <= 1;
                    sending_pkt_size <= need_to_sent_pkt_size;
                    mem_rd_ptr <= 'h0;
                end
            end
            1: begin
                if(mem_rd_ptr < sending_pkt_size) begin
                    mem_rd_ptr <= mem_rd_ptr + 1;
                    txd <= mem[mem_rd_ptr];
                    tx_vld <= 1'b1;
                end
                else begin
                    pkt_sent_status <= 2;
                    txd <= 'h0;
                    tx_vld <= 1'b0;
                end
            end
            2: begin
                pkt_sent_status <= 3;
                one_pkt_sent <= 1'b1;
            end
            3: begin
                pkt_sent_status <= 0;
                one_pkt_sent <= 1'b0;
            end
            default: begin
            end
        endcase
    end
end
always @(posedge clk or negedge rst_n) begin
    if(rst_n == 1'b0) begin
        pkt_no <= 'h0;
    end
    else begin
        if(new_pkt == 1'b1) begin
            pkt_no <= pkt_no + 1;
        end
        else if(one_pkt_sent == 1'b1) begin
            pkt_no <= pkt_no - 1;
        end
    end
end
endmodule
```
==> results.yml <==
# synthesis and place-and-route metrics
status:
  run_status: "finished with violations"
  failing_checks: "max-capacitance violations, max-slew violations"
critical_path:
  path_delay_family: "simple AND/OR/NAND/NOR gates"
  crit_path_end_kind: "flip-flop"
  critical_path_buf_inv_count: 7
  type_of_the_setup_path_with_the_least_slack: "flip-flop to flip-flop"
  timing.critical_path.mode_cell: "buf_4"
  crit_slowest_cell: "nor4_1"
  crit_path_cell_trace: "buf_4 > buf_4 > and3b_4 > buf_12 > buf_4 > nand4_1 > nand4_1 > nor4_2 > buf_4 > nand4_1 > nor4_1 > buf_4 > nand2_1 > a2111oi_2 > buf_4 > o2bb2ai_1"
  start_kind: "flip-flop"
  timing.critical_path.required_ps: 11440
  critical_path_peak_fanout: 30
  cp.arrival_ps: 11190
  max_stage_delay_ps: 1660
placement:
  gp_congestion: 1.30
  dpl_worst_slack_ps: 1760
  dp.final_hpwl_um: 1270000
  place.port_buffers: 49
global_route:
  first_global_vias: 147000
  globalRouteMet2Util_pct: 75.1
  busiest_layer: "met2"
  grt.met1_usage_pct: 65.0
  antenna_violations_before_repair: 476
  grt.total_usage_pct: 67.4
  grt_max_degree: 91
  grt_overflow_total: 0
  grt_pass1_wl_um: 2090000
  use_met3_pct: 65.1
synthesis:
  synth_area_mm2: 0.163
  synthDistinctLibCells: 92
  most_used_flip_flop_cell_after_synthesis: "edfxtp_1"
  synthDominantAreaCellType: "edfxtp_1"
  yosysChipArea_mm2: 0.163
  syn_inst: 10300
  synth-edff-count: 4114
  post-synth-top-area-fraction_pct: 75.6
  syn_avg_cell_area_um2: 15.9
  ys_seq_share_pct: 76.7
  synth-cells-yosys: 10300
  synth_async_sr_flop_share_pct: 1.74
  synthesis.yosys.warnings: 2
  synth-seq-cells: 4187
  ys_top_cells_by_area: "edfxtp_1, a22oi_1, nor2_1"
sta:
  finalWorstSetupSlack_ps: 253
  min_period_ps: 10150
  max_slew.worst_pin.slew_ps: 1750
  post-route-period-util_pct: 97.6
  clock.fmax_mhz: 98.5
  fin_tns_setup_ps: 0
  slew-limit-headroom_pct: -16.4
  total_count_of_max_transition_violations_in_the_final_report: 33
  setup_viol: 0
  report.final.hold_viol_count: 0
  rsz0062_at_grt: "false"
  clock-skew-final_ps: 62.9
layout:
  final.fill_count: 50300
  final_core_util_pct: 38.1
  mi_logic_area_mm2: 0.0364
  syn2layout_area_growth_pct: 26.1
  share_of_layout_cells_above_drive_strength_1_pct: 25.7
  ff_latch_area_mm2: 0.125
floorplanning:
  dieHeight_um: 740
  die_area_mm2: 0.548
  core_area_mm2: 0.542
  fp.dieW_um: 740
  floorplan.core_util_pct: 30.2
  placement_rows: 270
  num_io_pins: 94
detailed_routing:
  drt-wirelength-per-cell_um: 84.9
  final_antenna_net_count: 0
  detail_route.first_pass.iterations: 10
  drc: 0
  totalWireLength_um: 1760000
  vias: 166000
  first_iter_violations: 25400
  routed_via_density: 7.99
power_and_ir_drop:
  irDropWorstVdd_uv: 163
  power-per-cell-area_mw_per_mm2: 180
  cellLeakagePower_nw: 64.7
cts:
  cts_setup_buffers: 0
  cts-root-buf: "clkbuf_16"
  worstSkewPairLatency_ps: 1170
  tritoncts_num_sinks: 4187
  maximum_root_to_sink_buffer_count: 4
  clock_tree_from_tritoncts: "built"
  clk_transition_reported_paths_ps: 50
  number_of_buffers_added_by_the_clock_tree_synthesis_step: 521
  cts_hold_buffers: 0
  post_cts_resize_count: 0
  h_tree_levels: 6
hold_path:
  hp-class: "flip-flop to flip-flop"
flow_run:
  maxCapViolCount: 13
  openroad.warnings: 57
-- synth_stat cells (31+ instances only) --
cell type	count
buf_4	41
o2111ai_1	36
a22o_1	223
nor4_1	127
or4_1	47
buf_1	170
nand3_1	329
o21ai_0	99
a221oi_1	98
nor3_1	251
a32oi_1	313
mux2i_1	38
nand2_1	303
clkbuf_1	479
ha_1	46
a22oi_1	770
a2111oi_0	58
a32o_1	87
a211oi_1	33
o22ai_1	206
buf_2	126
a221o_1	46
a31oi_1	45
inv_1	52
a21oi_1	242
nand4_1	390
nor2_1	733
nand4b_1	31
mux2_2	38
dfrtp_1	69
o211ai_1	42
and4_1	54
a222oi_1	105
edfxtp_1	4114
and3_1	50
-- routing by layer --
metal	up-vias	wire length (um)
met1	84100	514000
met2	24100	623000
met3	8837	370000
li1	47800	-
met4	617	217000
met5	-	33700
-- area by class of cell --
| cell class | instances | area share [%] |
|---|---|---|
| flip-flops and latches | 4187 | 60.8 |
| multi-input cells | 5236 | 17.7 |
| clock buffers | 677 | 6.72 |
| well taps | 7208 | 4.38 |
| repair buffers | 2108 | 8.02 |
| diodes | 1004 | 1.22 |
| clock inverters | 242 | 1.05 |
| inverters | 52 | 0.0947 |
-- power breakdown --
group	switching, mW	leakage, nW	internal (mW)
combinational	0.479	19.0	0.0469
sequential	0.00227	37.9	18.5
clock	8.11	7.76	9.97
total	8.59	64.7	28.5
-- final timing paths --
check | from | to | slack [ps] | cells after the start
setup / recovery | mem_rd_ptr[3]$_DFFE_PN0P_ | txd[2]$_DFFE_PN0P_ | 250 | 16
hold / removal | pkt_sent_status[1]$_DFF_PN0_ | pkt_sent_status[3]$_DFF_PN0_ | 380 | 0
setup reg to reg | mem_rd_ptr[3]$_DFFE_PN0P_ | txd[2]$_DFFE_PN0P_ | 250 | 16
hold reg to reg | pkt_sent_status[1]$_DFF_PN0_ | pkt_sent_status[3]$_DFF_PN0_ | 380 | 0
max in group asynchronous | rst_n | mem_rd_ptr[3]$_DFFE_PN0P_ | 8350 | 2
min in group asynchronous | rst_n | txd[0]$_DFFE_PN0P_ | 900 | 1
-- state kept, by name (all words and copies together) (netlist names) --
name	cells
max_pkt_size	10
mem	4104
mem_rd_ptr	10
mem_wr_ptr	10
min_pkt_size	10
need_to_sent_pkt_size	10
new_pkt	1
one_pkt_sent	1
pkt_en	1
pkt_no	2
pkt_recv_status	5
pkt_sent_status	4
sending_pkt_size	10
tx_vld	1
txd	8
-- cells in the final DEF (no fill, tap or decap), drive strengths merged, types with 47 or more instances in the layout --
cell type,synthesis,final
nor2,733,733
a22o,223,223
a222oi,105,105
clkbuf,480,677
diode,0,1004
a32oi,313,313
a2111oi,59,59
clkinv,0,191
a22oi,770,770
and4,54,54
o21ai,102,102
o22ai,206,206
nand2,304,304
a221oi,98,98
and3,51,51
or4,47,47
dfrtp,69,69
buf,351,2068
a21oi,242,242
nand3,329,329
a32o,87,87
edfxtp,4114,4114
nand4,390,390
inv,52,73
nor4,128,128
nor3,252,252
-- logic make-up after synthesis --
group | synth area share (%)
flops | 76.7
buf+inv | 2.29
compound gates | 12.2
fa+ha+maj | 0.352
mux | 0.502
other cells | 0.00229
simple gates | 7.86
xor+xnor | 0.0697
-- stage by stage --
step / area (um2) / total power [mW] / std cells / hold slack, ps
after detailed placement: 187000 / 19.4 / 18800 / 373
after global routing: 205000 / 37.4 / 20400 / 394
after global placement: 187000 / 19.4 / 18800 / 375
final: 206000 / 37.1 / 20700 / 381
after CTS: 203000 / 36.9 / 19700 / 385
after floorplan: 163000 / 18.9 / 10300 / 355
No activity file was given, so power comes from the tool's default toggle rates.
